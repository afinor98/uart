[design.v]
module Buffer
  (
    input                 clk,
    input                 Reset,
    input                 load,
	 input  [7:0]           data_in,
    output reg [7:0]       data_out 
  );
  always @(posedge clk)
    if (Reset)
      data_out <= 0;
    else
	  if(load)
      data_out <= data_in;
endmodule
module uart (Clock,
				Reset,
				load,
				SEND,
				READ,
				Tx_Data,
				NINTO,
				NINTI,
				Rx_Data);
input Clock,Reset,SEND,load,READ;
input [7:0] Tx_Data;
output [7:0] Rx_Data;
output NINTI,NINTO;
wire SO;
wire [7:0] data_out,R_Data;
	Buffer TX_Buffer (Clock,
							Reset,
							load,
							Tx_Data,
							data_out);
	uart_tx Transmission(Clock, 
								Reset, 
								SEND, 
								data_out, 
								SO, 
								NINTO); 
	uart_rx Reception(Clock,
							Reset,
							SO,
							R_Data, 
							NINTI);
	Buffer Rx_Buffer (Clock,
							Reset,
							READ,
							R_Data,
							Rx_Data);
endmodule
module uart_rx(CLK,RST,SI,Rx_Byte, NINTI); 
input  CLK,RST, SI;
output reg [7:0] Rx_Byte;
output reg  NINTI; 
parameter IDLE = 3'b000;
parameter START_BIT = 3'b001; 
parameter RECV_BIT = 3'b010;
parameter STOP_BIT = 3'b011; 
parameter CLK_FREQ = 50000000;
parameter BAUD_RATE = 115200;
localparam CLKS_FOR_SEND = CLK_FREQ / BAUD_RATE;
localparam CLKS_FOR_RECV = CLKS_FOR_SEND / 2;
reg [2:0]state = 0; 
reg [2:0]Bit_Index = 0; 
reg [$clog2(CLKS_FOR_SEND)-1:0] tx_clk_count=0;
always @(posedge CLK)
 begin 
  if (RST) 
			begin 
			state <= IDLE;
			NINTI <= 1'b0;
			end
  else 
   begin 
	 case (state)
	  IDLE:  
	    begin
		   if (SI==1'b0) 
		   begin 
		   NINTI <= 1'b1;
		   state <= START_BIT; 
			end 
	     else 
		   begin 
			 NINTI <= 1'b1;
		    state <= IDLE; 
	      end	
	   end 
	  START_BIT:  
	    begin 
		  NINTI <= 1'b0;		  
		  state <= RECV_BIT; 
		  Rx_Byte[Bit_Index] <= SI;
		  Bit_Index = Bit_Index + 1;
	    end 	
	  RECV_BIT:  
	    begin 
		  NINTI <= 1'b0;
		  Rx_Byte[Bit_Index] <= SI;  
		  if (Bit_Index < 7) 
		   begin
		    Bit_Index = Bit_Index + 1;
			 state <= RECV_BIT; 
	      end 	
		  else 
		   begin 
			 Bit_Index = 0; 
			 state <= STOP_BIT; 
			end 
		 end 
	  STOP_BIT:  
	   begin 
		 NINTI <= 1'b1; 
		 state <= IDLE; 
		end 
	 endcase
	end 
 end 
endmodule 
module uart_tx(CLK, RST, Send, Data, SO, NINTO); 
input  CLK, RST, Send;
input [7:0]Data;
output reg SO, NINTO;  
parameter IDLE = 3'b000;
parameter START_BIT = 3'b001; 
parameter TRANS_BIT = 3'b010;
parameter STOP_BIT = 3'b011; 
parameter CLK_FREQ = 50000000;
parameter BAUD_RATE = 115200;
localparam CLKS_FOR_SEND = CLK_FREQ / BAUD_RATE;
reg [2:0]state = 0; 
reg [7:0]One_Byte = 0;  
reg [2:0]Bit_Index = 0; 
reg [$clog2(CLKS_FOR_SEND)-1:0] tx_clk_count=0;
always @(posedge CLK)
 begin 
  if (RST) 
    begin 
	   state <= IDLE;
		SO <= 1'b1;
		NINTO <= 1'b0;
		tx_clk_count <= 0;
	 end
  else 
   begin 
	 case (state)
	  IDLE:  
	    begin 
		  SO <= 1'b1;
		  NINTO <= 1'b0;
		  if (Send) 
		   begin 
				One_Byte <= Data;
				state <= START_BIT; 
				end
	     else 
		   begin 
		    state <= IDLE; 
	      end	
	   end 
	  START_BIT:  
	    begin 
		  SO <= 1'b0;
		  NINTO <= 1'b1;	
		  if(tx_clk_count < CLKS_FOR_SEND-1)
				begin
				tx_clk_count<=tx_clk_count+1;
				state <= START_BIT;
				end
			else
				begin
				tx_clk_count <=0;
				state <= TRANS_BIT; 
				end
	    end 	
	  TRANS_BIT:  
	    begin 
		  NINTO <= 1'b1;
		  SO <= One_Byte[Bit_Index];  
		 if(tx_clk_count < CLKS_FOR_SEND -1)
				begin
				tx_clk_count<=tx_clk_count+1;
				state <= TRANS_BIT;
				end
		else
		begin
		tx_clk_count <=0;
		  if (Bit_Index < 7) 
		   begin
		    Bit_Index = Bit_Index + 1;
			 state <= TRANS_BIT; 
	      end 	
		  else 
		   begin 
			 Bit_Index = 0; 
			 state <= STOP_BIT; 
			end 
		  end 
		end
	  STOP_BIT:  
	   begin 
		 SO <= 1'b1; 
		 NINTO <= 1'b1;
		if(tx_clk_count < CLKS_FOR_SEND -1)
				begin
				tx_clk_count<=tx_clk_count+1;
				state <= STOP_BIT;
				end
			else
				begin
				tx_clk_count <=0; 
				state <= IDLE; 
				end
		end 
	 endcase 
  end 
 end 
endmodule 
[run.sh]
#!/bin/bash
# OpenROAD 26Q1-2900-gdf79404cd8, Yosys 0.63+post, stock flow scripts
make -C /OpenROAD-flow-scripts/flow DESIGN_CONFIG=/design/flow/config.mk WORK_HOME=/design/flow/orfs finish
[config.mk]
export PLATFORM = sky130hd
export DESIGN_NAME = uart
export DESIGN_NICKNAME = uart
export VERILOG_FILES = /design/flow/design.v
export SDC_FILE = /design/flow/constraint.sdc
export NUM_CORES = 4
export LEC_CHECK = 1
export CORE_UTILIZATION = 30
[constraint.sdc]
current_design uart

set clk_period 2.5
set clk_io_pct 0.2

create_clock -name clk0 -period $clk_period [get_ports {Clock}]

set non_clock_inputs [all_inputs -no_clocks]
set_input_delay [expr $clk_period * $clk_io_pct] -clock clk0 $non_clock_inputs
set_output_delay [expr $clk_period * $clk_io_pct] -clock clk0 [all_outputs]
==> flow_summary.json <==
{
  "largest_net_degree_at_the_start_of_global_routing": 20,
  "regArea_um2": 1300,
  "switching_power_w": 0.000411,
  "area_delta_synth_final_pct": 18.5,
  "first_pass_iters": 4,
  "syn_area_per_cell_um2": 11.2,
  "cts_tree": "built",
  "drt-initial-drc-count": 68,
  "chip_area_um2": 8400,
  "overflow": 0,
  "postSynth.topFlopCell": "dfxtp_1",
  "fp.dieW_um": 91.6,
  "clock.latency.late_pin_ns": 0.31,
  "antenna_found_initial": 0,
  "post-cts-setup-buffer-count": 0,
  "seq_cells_post_synth": 54,
  "setup_repair_after_global_routing_missed_its_margin": "false",
  "finalHoldWorstSlack_ns": 0.444,
  "synth_cells": 215,
  "yosysWarnings": 3,
  "grt_pass1_vias": 1461,
  "yosys.area.top_type_share": 0.274,
  "largest_stage_delay_on_the_critical_path_ns": 0.54,
  "fmax_mhz": 501,
  "antenna_cells_inserted": 0,
  "min_period_over_period": 0.798,
  "fp_util": 0.310,
  "enable_flop_cells": 22,
  "coreArea_um2": 7770,
  "cts_hold_repair.buffers": 0,
  "synth.area.top_cells": "edfxtp_1, dfxtp_1, mux2i_1, ha_1, nor2_1",
  "mappedNetlistArea_um2": 2410,
  "data_required_time_at_the_worst_endpoint_ns": 2.57,
  "sum_of_negative_setup_slack_ns": 0,
  "share_comb_of_total_power": 0.099,
  "max_rail_drop_vdd_mv": 0.217,
  "hold_viol": 0,
  "critical_path.startpoint_type": "register",
  "least_margin_pin_slew_ns": 0.495,
  "cts_made_buffers": 5,
  "cts.repair.resized": 0,
  "power_frac_seq": 0.590,
  "final.min_clock_period_ns": 1.99,
  "buffer_ports.inserted": 22,
  "synth.top_cells.by_count": "nor2_1, dfxtp_1, edfxtp_1",
  "clkSinkCount": 54,
  "layout.area.comb_um2": 1040,
  "power_leakage_nw": 1.08,
  "ctsRootBufferMaster": "clkbuf_8",
  "worstSetupEndpointType": "register",
  "critPathSlowestCell": "edfxtp_1",
  "dp_worst_setup_slack_ns": 0.527,
  "final_max_slew_viol_count": 0,
  "post_drt_via_cell_ratio": 4.42,
  "synthDominantAreaCellType": "edfxtp_1",
  "remaining_routing_drc_violations": 0,
  "via_count": 1520,
  "detailed_place_hpwl_um": 2820,
  "power.clock.fraction": 0.311,
  "yosys_cells": 215,
  "layout-drive-gt1-share": 0.0950,
  "cts_max_level": 2,
  "total_power_w": 0.00167,
  "synth_top_cell_by_count": "nor2_1",
  "skew_ns": 0.00837,
  "setup_viol": 0,
  "layout_setup_ws_ns": 0.506,
  "grt_first_pass_wirelength_um": 6680,
  "series_of_cell_instances_along_the_critical_path": "inv_1, ha_1, xor2_1, nor4_1, mux2_2",
  "path_clk_slew_ns": 0.10,
  "power.density_nw_per_um2": 586,
  "clock_path_buffers": 2,
  "max-slew-margin-rel": 0.669,
  "nFillCells": 788,
  "worstSetupPathType": "reg -> reg",
  "tool_warnings": 34,
  "max_cap_viol_count": 0,
  "floorplan.rows": 32,
  "ys_async_sr_fraction": 0,
  "global_route.usage.total": 0.102,
  "post_drt_wl_per_cell_um": 11.4,
  "gp_routability_congestion": 0.789,
  "cell_internal_pwr_w": 0.00126,
  "run_status": "finished clean",
  "worst_ep_arrival_time_ns": 2.07,
  "distinct_cell_type_count_after_synthesis": 34,
  "ys_area_um2": 2410,
  "detail_route.wirelength_um": 3910,
  "floorplan.io_pins": 23,
  "swShare": 0.246,
  "chipHeight_um": 91.6,
  "drtAntennaViolNets": 0,
  "worst-path-max-fanout": 10,
  "synth.yosys.seq_area_share": 0.540,
  "min_path_type": "reg -> reg"
}
[worst max-delay path: cells and delay by family (launching register included)]
kind	cells	cell delay (ns)
flops	1	0.54
mux	1	0.36
simple gates	1	0.28
fa+ha+maj	1	0.26
xor+xnor	1	0.22
buf+inv	1	0.11
[metal layers]
metal	vias up	GRT usage	wire (um)
li1	798	-	-
met2	23	0.150	1710
met1	697	0.163	2000
met5	-	0	0
met4	0	0.0119	26
met3	2	0.0253	163
[cell usage in the layout (no fill, tap or decap), types with 5 or more instances in the layout]
| master | count |
|---|---|
| xnor2_1 | 5 |
| inv_1 | 10 |
| ha_1 | 14 |
| dfxtp_1 | 32 |
| xor2_1 | 5 |
| nand3_1 | 5 |
| clkdlybuf4s50_1 | 22 |
| mux2_2 | 5 |
| edfxtp_1 | 22 |
| o21ai_0 | 7 |
| clkbuf_8 | 5 |
| mux2i_1 | 19 |
| nor2_1 | 35 |
| nand2_1 | 13 |
[flip-flops by register name, indices dropped and copies added, names as in the netlist]
register	cells
Transmission.NINTO	1
Reception.NINTI	1
Transmission.One_Byte	8
Reception.Rx_Byte	8
Reception.state	2
Transmission.state	2
Rx_Buffer.data_out	8
Transmission.tx_clk_count	9
TX_Buffer.data_out	8
Transmission.Bit_Index	3
Transmission.SO	1
Reception.Bit_Index	3
[layout make-up]
| type | count | area share |
|---|---|---|
| well taps | 102 | 0.0447 |
| flip-flops and latches | 54 | 0.456 |
| clock inverters | 3 | 0.0101 |
| multi-input cells | 144 | 0.365 |
| inverters | 10 | 0.0131 |
| repair buffers | 26 | 0.0876 |
| clock buffers | 5 | 0.0241 |
[power by group through the flow]
stage | Combinational (W) | Sequential, W | Clock (W)
CTS | 0.000168 | 0.000989 | 0.000543
global route | 0.000186 | 0.000994 | 0.000574
finish | 0.000165 | 0.000988 | 0.000520
[per-stage QoR]
stage | std cells | util | area, um^2
floorplan | 215 | - | 2410
global placement | 336 | 0.355 | 2760
detailed placement | 336 | 0.355 | 2760
CTS | 344 | 0.368 | 2860
global route | 344 | 0.368 | 2860
finish | 344 | 0.368 | 2860
[cell families (layout without fill, tap and decap cells)]
kind of cell / Yosys count / after routing / share of synthesized area
multiplexers: 26 / 26 / 0.121
buffers and inverters: 17 / 44 / 0.0275
adder cells (fa/ha/maj): 14 / 14 / 0.0727
XOR/XNOR: 10 / 10 / 0.0363
AND/OR/NAND/NOR: 76 / 76 / 0.147
AND-OR/OR-AND: 18 / 18 / 0.0550
flip-flops: 54 / 54 / 0.540
[final timing paths]
check                           depth (start not counted)  slack [ns]              startpoint                  endpoint
worst max-delay path                                    5        0.51  Reception.Bit_Index[0]      Reception.Rx_Byte[4]
worst min-delay path                                    0        0.44   TX_Buffer.data_out[5]  Transmission.One_Byte[5]
worst max register to register                          5        0.51  Reception.Bit_Index[0]      Reception.Rx_Byte[4]
worst min register to register                          0        0.44   TX_Buffer.data_out[5]  Transmission.One_Byte[5]
